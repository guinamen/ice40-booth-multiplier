===== /design/flow/run.sh =====
#!/bin/bash
# OpenROAD 26Q1-2900-gdf79404cd8, Yosys 0.63+post, stock flow scripts
make -C /OpenROAD-flow-scripts/flow DESIGN_CONFIG=/design/flow/config.mk WORK_HOME=/design/flow/orfs finish

===== /design/flow/config.mk =====
export PLATFORM = sky130hd
export DESIGN_NAME = booth_radix8_multiplier_7
export DESIGN_NICKNAME = booth_radix8_multiplier_7
export VERILOG_FILES = /design/flow/design.v
export SDC_FILE = /design/flow/constraint.sdc
export NUM_CORES = 4
export LEC_CHECK = 1
export CORE_UTILIZATION = 30

===== /design/flow/constraint.sdc =====
current_design booth_radix8_multiplier_7

set clk_period 5.9
set clk_io_pct 0.2

create_clock -name clk0 -period $clk_period [get_ports {clk}]

set non_clock_inputs [all_inputs -no_clocks]
set_input_delay [expr $clk_period * $clk_io_pct] -clock clk0 $non_clock_inputs
set_output_delay [expr $clk_period * $clk_io_pct] -clock clk0 [all_outputs]

===== /design/flow/design.v =====
`timescale 1ns / 1ps
`default_nettype none
module booth_mult8 (
    input  wire                  clk,
    input  wire                  rst_n,
    input  wire                  start,
    input  wire signed [7:0]     multiplicand,
    input  wire signed [7:0]     multiplier,
    input  wire [1:0]            sign_mode,
    output wire signed [15:0]    product,
    output wire                  done
);
    localparam integer WIDTH = 8;
    localparam integer SHIFT_BITS = 9;
    localparam integer ACC_WIDTH = 11;
    localparam integer REG_WIDTH = 21;
    reg active;
    reg signed [REG_WIDTH-1:0] prod_reg;
    reg [3:0] iter_shift;
    reg signed [ACC_WIDTH-1:0] m_3x_reg;
    reg signed [ACC_WIDTH-1:0] mcand_ext_reg;
    wire sign_bit_a = sign_mode[1] & multiplicand[WIDTH-1];
    wire signed [ACC_WIDTH-1:0] mcand_extended = { {(ACC_WIDTH-WIDTH){sign_bit_a}}, multiplicand };
    wire signed [ACC_WIDTH-1:0] calc_3x = mcand_extended + (mcand_extended <<< 1);
    wire sign_bit_b = sign_mode[0] & multiplier[WIDTH-1];
    wire [REG_WIDTH-1:0] prod_reg_init = {
        {ACC_WIDTH{1'b0}},
        {(SHIFT_BITS-WIDTH){sign_bit_b}},
        multiplier,
        1'b0
    };
    wire [3:0] booth_bits = prod_reg[3:0];
    wire signed [ACC_WIDTH-1:0] acc_upper = prod_reg[REG_WIDTH-1 : SHIFT_BITS+1];
    reg sel_1x, sel_2x, sel_3x, sel_4x;
    always @(*) begin
        sel_1x = (booth_bits == 4'b0001) || (booth_bits == 4'b0010) ||
                 (booth_bits == 4'b1101) || (booth_bits == 4'b1110);
        sel_2x = (booth_bits == 4'b0011) || (booth_bits == 4'b0100) ||
                 (booth_bits == 4'b1011) || (booth_bits == 4'b1100);
        sel_3x = (booth_bits == 4'b0101) || (booth_bits == 4'b0110) ||
                 (booth_bits == 4'b1001) || (booth_bits == 4'b1010);
        sel_4x = (booth_bits == 4'b0111) || (booth_bits == 4'b1000);
    end
    wire inv = booth_bits[3] & ~(&booth_bits[2:0]);
    wire signed [ACC_WIDTH-1:0] m_1x = mcand_ext_reg;
    wire signed [ACC_WIDTH-1:0] m_2x = mcand_ext_reg <<< 1;
    wire signed [ACC_WIDTH-1:0] m_4x = mcand_ext_reg <<< 2;
    reg signed [ACC_WIDTH-1:0] mag_sel;
    always @(*) begin
        mag_sel = ({ACC_WIDTH{sel_1x}} & m_1x) |
                  ({ACC_WIDTH{sel_2x}} & m_2x) |
                  ({ACC_WIDTH{sel_3x}} & m_3x_reg) |
                  ({ACC_WIDTH{sel_4x}} & m_4x);
    end
    wire signed [ACC_WIDTH-1:0] operand_inv = mag_sel ^ {ACC_WIDTH{inv}};
    wire signed [ACC_WIDTH-1:0] sum_result  = acc_upper + operand_inv + { {(ACC_WIDTH-1){1'b0}}, inv };
    assign done = iter_shift[0] && active;
    assign product = prod_reg[16:1];
    always @(posedge clk or negedge rst_n) begin
        if (!rst_n) begin
            active         <= 1'b0;
            iter_shift     <= 4'b0;
            prod_reg       <= {REG_WIDTH{1'b0}};
            m_3x_reg       <= {ACC_WIDTH{1'b0}};
            mcand_ext_reg  <= {ACC_WIDTH{1'b0}};
        end else begin
            if (active) begin
                if (iter_shift[0]) begin
                    active <= 1'b0;
                end else begin
                    prod_reg   <= { {3{sum_result[ACC_WIDTH-1]}}, sum_result, prod_reg[SHIFT_BITS:3] };
                    iter_shift <= iter_shift >> 1;
                end
            end else if (start) begin
                active        <= 1'b1;
                iter_shift    <= 4'b1000;
                mcand_ext_reg <= mcand_extended;
                m_3x_reg      <= calc_3x;
                prod_reg      <= prod_reg_init;
            end
        end
    end
endmodule
module booth_radix8_multiplier_7 #(
    parameter integer WIDTH = 16
)(
    input  wire                         clk,
    input  wire                         rst_n,
    input  wire                         start,
    input  wire signed [WIDTH-1:0]      multiplicand,
    input  wire signed [WIDTH-1:0]      multiplier,
    input  wire [1:0]                   sign_mode,
    output reg  signed [2*WIDTH-1:0]    product,
    output reg                          done,
    output wire                         busy
);
    reg r_start;
    reg signed [WIDTH-1:0] r_mcand, r_mult;
    reg [1:0] r_sign_mode;
    always @(posedge clk or negedge rst_n) begin
        if (!rst_n) begin
            r_start <= 1'b0;
            r_mcand <= {WIDTH{1'b0}};
            r_mult  <= {WIDTH{1'b0}};
            r_sign_mode <= 2'b00;
        end else begin
            r_start <= start;
            if (start) begin
                r_mcand <= multiplicand;
                r_mult  <= multiplier;
                r_sign_mode <= sign_mode;
            end
        end
    end
    wire [7:0] a_low  = r_mcand[7:0];
    wire [7:0] a_high = r_mcand[15:8];
    wire [7:0] b_low  = r_mult[7:0];
    wire [7:0] b_high = r_mult[15:8];
    wire [3:0] mult_done;
    wire signed [15:0] w_p0, w_p1, w_p2, w_p3;
    booth_mult8 mult0 (
        .clk(clk), .rst_n(rst_n), .start(r_start),
        .multiplicand(a_low), .multiplier(b_low), .sign_mode(2'b00),
        .product(w_p0), .done(mult_done[0])
    );
    booth_mult8 mult1 (
        .clk(clk), .rst_n(rst_n), .start(r_start),
        .multiplicand(a_high), .multiplier(b_low), .sign_mode({r_sign_mode[1], 1'b0}),
        .product(w_p1), .done(mult_done[1])
    );
    booth_mult8 mult2 (
        .clk(clk), .rst_n(rst_n), .start(r_start),
        .multiplicand(a_low), .multiplier(b_high), .sign_mode({1'b0, r_sign_mode[0]}),
        .product(w_p2), .done(mult_done[2])
    );
    booth_mult8 mult3 (
        .clk(clk), .rst_n(rst_n), .start(r_start),
        .multiplicand(a_high), .multiplier(b_high), .sign_mode(r_sign_mode),
        .product(w_p3), .done(mult_done[3])
    );
    reg signed [17:0] pipe_sum_p1_p2;
    reg signed [23:0] pipe_base;
    reg [7:0]         pipe_p0_low;
    reg               pipe_valid;
    wire s1 = w_p1[15] & r_sign_mode[1];
    wire s2 = w_p2[15] & r_sign_mode[0];
    wire signed [17:0] calc_sum_p1_p2 = {{2{s1}}, w_p1} + {{2{s2}}, w_p2};
    reg mult_active;
    assign busy = mult_active || pipe_valid;
    always @(posedge clk or negedge rst_n) begin
        if (!rst_n) begin
            mult_active    <= 1'b0;
            pipe_valid     <= 1'b0;
            done           <= 1'b0;
            product        <= 32'b0;
            pipe_sum_p1_p2 <= 18'b0;
            pipe_base      <= 24'b0;
            pipe_p0_low    <= 8'b0;
        end else begin
            done <= 1'b0;  
            if (r_start) begin
                mult_active <= 1'b1;
            end
            if (mult_active && mult_done[0]) begin
                pipe_sum_p1_p2 <= calc_sum_p1_p2;
                pipe_base      <= {w_p3, w_p0[15:8]};
                pipe_p0_low    <= w_p0[7:0];
                pipe_valid     <= 1'b1;
                mult_active    <= 1'b0;
            end else begin
                pipe_valid <= 1'b0;
            end
            if (pipe_valid) begin
                product[31:8] <= pipe_base + {{6{pipe_sum_p1_p2[17]}}, pipe_sum_p1_p2};
                product[7:0]  <= pipe_p0_low;
                done          <= 1'b1;
            end
        end
    end
endmodule
`default_nettype wire

==> flow_metrics.py <==
# Metrics from the implementation run
metrics = {
    "status": {
        "status": "finished clean",
    },
    "synth": {
        "netlist_area_um2": 17200,
        "ys_chip_area_um2": 17200,
        "synth_cell_types": 75,
        "async_flop_share_pct": 100,
        "yosys-top-cells-area": "dfrtp_1, nand2_1, ha_1, mux2_2, o21ai_0",
        "ys.flop_type": "dfrtp_1",
        "edf_count": 0,
        "syn_inst": 1877,
        "ys_seq_share_pct": 41.0,
        "top_cell_area_share_pct": 41.0,
        "ys.flops": 282,
        "top_area_cell": "dfrtp_1",
        "ys_warn_count": 2,
        "avgSynthCellArea_um2": 9.16,
        "yosys_cells": 1877,
    },
    "final_layout": {
        "postLayoutCoreUtil_pct": 34.8,
        "regMostFlops": "product",
        "fillers": 5545,
        "layout-drive-gt1-share_pct": 8.93,
        "area_growth_pct": 14.3,
        "largest_reg_flops": 32,
        "reg_top3": "product: 32 flops, pipe_base: 24 flops",
    },
    "cts": {
        "cts_post_setup_buffers_inserted": 0,
        "postCtsHoldBufs": 0,
        "cts-root-buf": "clkbuf_16",
        "cts_resized": 0,
        "clk_latency_ns": 0.58,
        "cts_tree": "built",
        "htreeDepth": 1,
        "cts.clk_slew.worst_paths_ns": 0.06,
        "cts.sinks": 282,
        "clock_path_buffers": 3,
        "cts_buffers": 30,
    },
    "place": {
        "dp_slack_ns": 1.15,
        "gp_congestion": 0.942,
        "dpl.hpwl_um": 31200,
        "port_buffers": 70,
    },
    "final_timing": {
        "hold_viol_final": 0,
        "setup_ws_ns": 1.07,
        "tns_ns": 0,
        "min_period_ns": 4.83,
        "worst_slew_pin_slew_ns": 0.866,
        "fin_crit_sh_pct": 81.8,
        "finalMaxSlewViolations": 0,
        "rsz0062_at_grt": "no",
        "finalSetupViolations": 0,
        "relSlewSlack_pct": 42.2,
        "finClkSkew_ns": 0.0241,
        "fmax_mhz": 207,
    },
    "worst_setup_path": {
        "path_buffers": 1,
        "slowest_stage": "dfrtp_1",
        "worstPathArrival_ns": 5.31,
        "cp-start-kind": "flop",
        "end_kind": "flop",
        "criticalPathCategory": "reg -> reg",
        "cp_data_required_time_ns": 6.38,
        "slowest_delay_ns": 0.85,
        "worstPathMaxFanout": 29,
        "path_cells": "nor2b_1 -> nor2_1 -> a32o_1 -> a211oi_1 -> a221oi_1 -> o21a_1 -> inv_1 -> fa_1 -> nor2b_1 -> o21a_1 -> o21ai_0 -> a2111oi_0 -> mux2i_1 -> nor3_1 -> nor2_1 -> a31oi_1",
        "crit_family": "AND-OR/OR-AND gates",
    },
    "drt": {
        "post-route-drc-count": 0,
        "wl_um": 42300,
        "ant_nets": 0,
        "post_drt_wl_per_cell_um": 15.8,
        "num_vias": 13600,
        "n_antenna_cell": 0,
        "drtIter0Drc": 894,
        "via_per_inst": 5.08,
        "dr.pass1.iters": 5,
    },
    "global_routing": {
        "grt_pass1_wl_um": 69000,
        "grt_max_degree": 119,
        "antenna_found_initial": 0,
        "grt_overflow": 0,
        "grt_use_total_pct": 15.1,
        "grt_pass1_vias": 12600,
    },
    "die": {
        "die_x_um": 241,
        "initCoreUtil_pct": 30.4,
        "rows": 87,
        "core-area_um2": 56500,
        "io_pins": 71,
        "fp.dieArea_um2": 58300,
        "die_h_um": 241,
    },
    "run": {
        "warnings": 29,
        "maxCapViolCount": 0,
    },
    "worst_hold_path": {
        "min-delay-path-class": "reg -> reg",
    },
}
[logic make-up (layout without fill, tap and decap cells)]
group / count (synthesis) / after routing / share of synthesized area (%)
and+or+nand+nor: 577 / 577 / 14.9
AOI/OAI and AO/OA: 535 / 535 / 19.8
DFF: 282 / 282 / 41.0
buffers and inverters: 155 / 205 / 3.42
muxes: 131 / 131 / 8.28
adders and majority gates: 100 / 100 / 7.63
xor gates and xnor gates: 97 / 97 / 4.94
[worst reg2reg max path, delay by kind of cell (launching register included)]
family          cells  cell delay, ns
flops               1            0.85
mux                 1            0.21
compound gates      8            1.79
fa+ha+maj           1            0.46
buf+inv             1            0.06
simple gates        5            1.35
[per-stage QoR]
| stage | instances | cell area (um^2) | hold WS [ns] |
|---|---|---|---|
| after CTS | 2683 | 19700 | 0.481 |
| final | 2683 | 19700 | 0.474 |
| after detailed placement | 2629 | 18600 | 0.464 |
| after global routing | 2683 | 19700 | 0.506 |
| after global placement | 2629 | 18600 | 0.460 |
| after floorplan | 1877 | 17200 | 0.352 |
[Yosys cell counts, drive strengths merged, types with 6 or more instances]
master,number
or3,10
o22ai,14
clkbuf,71
a221oi,17
buf,17
mux2,90
a211oi,9
and3,8
and2,13
xnor2,53
inv,64
nand2b,36
o21a,10
or2,10
o21ai,192
a22oi,15
o31ai,8
o221ai,7
a21oi,123
dfrtp,282
nor2b,36
nand2,317
mux2i,41
o21bai,9
a22o,29
ha,92
nor4,7
nand3,20
a31oi,10
nor3,13
a32o,6
xor2,44
a211o,13
nor2,91
fa,8
o211ai,9
a21o,29
[cell type report]
cell class	count	area, um^2	share of cell area [%]
Clock buffer	39	835	4.25
Clock inverter	15	196	0.999
Inverter	67	251	1.28
Multi-Input combinational cell	1440	9550	48.6
Sequential cell	282	7060	35.9
Tap cell	756	946	4.81
Timing Repair Buffer	84	818	4.16
[layout by cell type (no fill, tap or decap), types with 9 or more instances in the layout]
cell type,count
nand2_1,317
dfrtp_1,282
o21ai_0,189
a21oi_1,123
ha_1,92
nor2_1,91
mux2_2,90
clkdlybuf4s50_1,68
inv_1,63
xnor2_1,53
xor2_1,44
mux2i_1,41
nor2b_1,36
nand2b_1,36
clkbuf_16,30
a22o_1,29
a21o_1,29
nand3_1,19
a221oi_1,16
a22oi_1,15
o22ai_1,14
and2_1,13
nor3_1,13
a211o_1,13
buf_4,13
o21a_1,10
a31oi_1,10
or3_1,10
o211ai_1,9
o21bai_1,9
[per-layer routing]
layer | wire length (um) | vias to the layer above | share of wire, % | GRT usage, %
met5 | 0 | - | 0 | 0
met4 | 677 | 0 | 1.6 | 2.17
met3 | 2340 | 49 | 5.5 | 2.26
met2 | 18800 | 323 | 44 | 22.6
met1 | 20500 | 6509 | 48 | 24.1
li1 | - | 6737 | - | -
[path summary, 6_finish.rpt]
kind / from / to / slack [ns] / cells past startpoint
max: mult3.prod_reg[2] / mult3.prod_reg[19] / 1.07 / 16
min: pipe_p0_low[2] / pipe_p0_low[2] / 0.47 / 2
max reg2reg: mult3.prod_reg[2] / mult3.prod_reg[19] / 1.07 / 16
min reg2reg: pipe_p0_low[2] / pipe_p0_low[2] / 0.47 / 2
max in group asynchronous: rst_n / pipe_p0_low[5] / 4.18 / 2
min in group asynchronous: rst_n / r_mcand[14] / 0.59 / 1
