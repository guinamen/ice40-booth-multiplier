### run.sh
#!/bin/bash
# OpenROAD 26Q1-2900-gdf79404cd8, Yosys 0.63+post, stock flow scripts
make -C /OpenROAD-flow-scripts/flow DESIGN_CONFIG=/design/flow/config.mk WORK_HOME=/design/flow/orfs finish
### config.mk
export PLATFORM = sky130hd
export DESIGN_NAME = booth_radix8_multiplier_pipeline
export DESIGN_NICKNAME = booth_radix8_multiplier_pipeline
export VERILOG_FILES = /design/flow/design.v
export SDC_FILE = /design/flow/constraint.sdc
export NUM_CORES = 4
export LEC_CHECK = 1
export CORE_UTILIZATION = 40
### constraint.sdc
current_design booth_radix8_multiplier_pipeline

set clk_period 6.6
set clk_io_pct 0.2

create_clock -name clk0 -period $clk_period [get_ports {clk}]

set non_clock_inputs [all_inputs -no_clocks]
set_input_delay [expr $clk_period * $clk_io_pct] -clock clk0 $non_clock_inputs
set_output_delay [expr $clk_period * $clk_io_pct] -clock clk0 [all_outputs]
### design.v
`timescale 1ns / 1ps
`default_nettype none
module booth_core_4cycle (
    input  wire                  clk,
    input  wire                  load,
    input  wire signed [7:0]     multiplicand,
    input  wire signed [7:0]     multiplier,
    input  wire [1:0]            sign_mode,
    output wire signed [15:0]    product,
    output wire                  valid_out
);
    localparam integer WIDTH = 8;
    localparam integer SHIFT_BITS = 9;
    localparam integer ACC_WIDTH = 11;
    localparam integer REG_WIDTH = 21;
    reg signed [REG_WIDTH-1:0] prod_reg;
    reg [2:0] cycle_cnt;
    reg active;
    reg signed [ACC_WIDTH-1:0] m_3x_reg;
    reg signed [ACC_WIDTH-1:0] mcand_ext_reg;
    wire sign_bit_a = sign_mode[1] & multiplicand[WIDTH-1];
    wire signed [ACC_WIDTH-1:0] mcand_extended = { {(ACC_WIDTH-WIDTH){sign_bit_a}}, multiplicand };
    wire signed [ACC_WIDTH-1:0] calc_3x = mcand_extended + (mcand_extended <<< 1);
    wire sign_bit_b = sign_mode[0] & multiplier[WIDTH-1];
    wire [REG_WIDTH-1:0] prod_reg_init = {
        {ACC_WIDTH{1'b0}},
        {(SHIFT_BITS-WIDTH){sign_bit_b}},
        multiplier,
        1'b0
    };
    wire [3:0] booth_bits = prod_reg[3:0];
    wire signed [ACC_WIDTH-1:0] acc_upper = prod_reg[REG_WIDTH-1 : SHIFT_BITS+1];
    reg sel_1x, sel_2x, sel_3x, sel_4x;
    always @(*) begin
        sel_1x = (booth_bits == 4'b0001) || (booth_bits == 4'b0010) || (booth_bits == 4'b1101) || (booth_bits == 4'b1110);
        sel_2x = (booth_bits == 4'b0011) || (booth_bits == 4'b0100) || (booth_bits == 4'b1011) || (booth_bits == 4'b1100);
        sel_3x = (booth_bits == 4'b0101) || (booth_bits == 4'b0110) || (booth_bits == 4'b1001) || (booth_bits == 4'b1010);
        sel_4x = (booth_bits == 4'b0111) || (booth_bits == 4'b1000);
    end
    wire inv = booth_bits[3] & ~(&booth_bits[2:0]);
    wire signed [ACC_WIDTH-1:0] m_1x = mcand_ext_reg;
    wire signed [ACC_WIDTH-1:0] m_2x = mcand_ext_reg <<< 1;
    wire signed [ACC_WIDTH-1:0] m_4x = mcand_ext_reg <<< 2;
    reg signed [ACC_WIDTH-1:0] mag_sel;
    always @(*) begin
        mag_sel = ({ACC_WIDTH{sel_1x}} & m_1x) | ({ACC_WIDTH{sel_2x}} & m_2x) |
                  ({ACC_WIDTH{sel_3x}} & m_3x_reg) | ({ACC_WIDTH{sel_4x}} & m_4x);
    end
    wire signed [ACC_WIDTH-1:0] operand_inv = mag_sel ^ {ACC_WIDTH{inv}};
    wire signed [ACC_WIDTH-1:0] sum_result  = acc_upper + operand_inv + { {(ACC_WIDTH-1){1'b0}}, inv };
    assign valid_out = (cycle_cnt == 3) && active;
    assign product   = prod_reg[16:1];
    always @(posedge clk) begin
        if (load) begin
            active        <= 1'b1;
            cycle_cnt     <= 0;
            mcand_ext_reg <= mcand_extended;
            m_3x_reg      <= calc_3x;
            prod_reg      <= prod_reg_init;
        end else if (active) begin
            prod_reg <= { {3{sum_result[ACC_WIDTH-1]}}, sum_result, prod_reg[SHIFT_BITS:3] };
            if (cycle_cnt == 3) active <= 1'b0;
            else cycle_cnt <= cycle_cnt + 1;
        end
    end
endmodule
module booth_radix8_multiplier_pipeline #(
    parameter integer WIDTH = 16
)(
    input  wire                         clk,
    input  wire                         rst_n,
    input  wire                         start,
    input  wire signed [WIDTH-1:0]      multiplicand,
    input  wire signed [WIDTH-1:0]      multiplier,
    input  wire [1:0]                   sign_mode,
    output reg  signed [2*WIDTH-1:0]    product,
    output reg                          done,
    output wire                         busy
);
    reg r_start_in;
    reg signed [WIDTH-1:0] r_mcand_in, r_mult_in;
    reg [1:0] r_sign_mode_in;
    always @(posedge clk or negedge rst_n) begin
        if (!rst_n) begin
            r_start_in <= 1'b0;
            r_mcand_in <= 0; r_mult_in <= 0; r_sign_mode_in <= 0;
        end else begin
            r_start_in <= start;
            if (start) begin
                r_mcand_in     <= multiplicand;
                r_mult_in      <= multiplier;
                r_sign_mode_in <= sign_mode;
            end
        end
    end
    reg signed [WIDTH-1:0] buf_mcand, buf_mult;
    reg [1:0] buf_sign_mode;
    reg buf_valid;
    wire core_ready;
    wire fire_core;
    assign busy = buf_valid || r_start_in;
    always @(posedge clk or negedge rst_n) begin
        if (!rst_n) begin
            buf_valid <= 1'b0;
            buf_mcand <= 0; buf_mult <= 0; buf_sign_mode <= 0;
        end else begin
            if (r_start_in) begin
                if (!buf_valid || core_ready) begin
                    buf_mcand     <= r_mcand_in;
                    buf_mult      <= r_mult_in;
                    buf_sign_mode <= r_sign_mode_in;
                    buf_valid     <= 1'b1;
                end
            end else if (fire_core) begin
                buf_valid <= 1'b0;
            end
        end
    end
    reg [2:0] core_timer;
    reg       core_active;
    assign core_ready = (!core_active) || (core_timer == 3);
    assign fire_core = buf_valid && core_ready;
    reg [1:0] active_sign_mode;
    always @(posedge clk or negedge rst_n) begin
        if (!rst_n) begin
            core_active <= 0;
            core_timer  <= 0;
            active_sign_mode <= 0;
        end else begin
            if (fire_core) begin
                core_active <= 1;
                core_timer  <= 0;
                active_sign_mode <= buf_sign_mode;
            end else if (core_active) begin
                if (core_timer == 3) core_active <= 0;
                else core_timer <= core_timer + 1;
            end
        end
    end
    wire signed [15:0] w_p0, w_p1, w_p2, w_p3;
    wire core_done_pulse;
    booth_core_4cycle u0 (.clk(clk), .load(fire_core), .multiplicand(buf_mcand[7:0]),  .multiplier(buf_mult[7:0]),  .sign_mode(2'b00), .product(w_p0), .valid_out(core_done_pulse));
    booth_core_4cycle u1 (.clk(clk), .load(fire_core), .multiplicand(buf_mcand[15:8]), .multiplier(buf_mult[7:0]),  .sign_mode({buf_sign_mode[1], 1'b0}), .product(w_p1), .valid_out());
    booth_core_4cycle u2 (.clk(clk), .load(fire_core), .multiplicand(buf_mcand[7:0]),  .multiplier(buf_mult[15:8]), .sign_mode({1'b0, buf_sign_mode[0]}), .product(w_p2), .valid_out());
    booth_core_4cycle u3 (.clk(clk), .load(fire_core), .multiplicand(buf_mcand[15:8]), .multiplier(buf_mult[15:8]), .sign_mode(buf_sign_mode), .product(w_p3), .valid_out());
    reg signed [17:0] pipe_sum_p1_p2;
    reg signed [23:0] pipe_base;
    reg [7:0]         pipe_p0_low;
    reg               pipe_valid;
    wire s1 = w_p1[15] & active_sign_mode[1];
    wire s2 = w_p2[15] & active_sign_mode[0];
    wire signed [17:0] calc_sum_p1_p2 = {{2{s1}}, w_p1} + {{2{s2}}, w_p2};
    always @(posedge clk or negedge rst_n) begin
        if (!rst_n) begin
            pipe_valid <= 0;
            pipe_sum_p1_p2 <= 0; pipe_base <= 0; pipe_p0_low <= 0;
            product <= 0; done <= 0;
        end else begin
            done <= 0;
            if (core_done_pulse) begin
                pipe_sum_p1_p2 <= calc_sum_p1_p2;
                pipe_base      <= {w_p3, w_p0[15:8]};
                pipe_p0_low    <= w_p0[7:0];
                pipe_valid     <= 1;
            end else begin
                pipe_valid <= 0;
            end
            if (pipe_valid) begin
                product[31:8] <= pipe_base + {{6{pipe_sum_p1_p2[17]}}, pipe_sum_p1_p2};
                product[7:0]  <= pipe_p0_low;
                done          <= 1;
            end
        end
    end
endmodule
`default_nettype wire
==> results.json <==
{
  "outcome": "finished, final reports clean",
  "ys_warn_count": 2,
  "reg2reg_from": "u2.prod_reg[2]",
  "crit_fanout": 15,
  "slew-limit-headroom": 0.4234,
  "maxCapViolCount": 0,
  "hold_path_class": "reg -> reg",
  "clock_latency_ns": 0.53,
  "flop_cell": "dfrtp_1",
  "pre_cts_ws_ns": 1.417,
  "area_growth_syn_to_layout_pct": 12.93,
  "synthTopCellsByCount": "nand2_1 (230), dfrtp_1 (160), nor2_1 (122), o21ai_0 (103), ha_1 (102)",
  "crit_path_max_incr_delay_ns": 0.66,
  "top_layer": "met4",
  "n_fill_cell": 3886,
  "setup.worst_path.start_class": "register",
  "crit_path_start": "u2.prod_reg[2]",
  "crit_path_frequent_cell": "a21oi_1",
  "setup_viol": 0,
  "crit_path_end_kind": "register",
  "dr_wl_met3_mm": 2.535,
  "clock-sinks": 283,
  "dp_hpwl_mm": 27.72,
  "fp_util": 0.4062,
  "cts-root-buf": "clkbuf_16",
  "chip_area_um2": 43520,
  "max_freq_mhz": 189.2,
  "met2WireLength_mm": 16.03,
  "grt_max_degree": 90,
  "final.period_utilization": 0.8009,
  "core_area_um2": 42040,
  "grt-ovfl-total": 0,
  "wire_per_inst_um": 16.27,
  "drive_gt1_frac": 0.1045,
  "postCtsHoldBufs": 0,
  "ant_nets": 0,
  "first_global_vias": 11990,
  "top_cell": "nand2_1",
  "crit_chain": "clkinv_1, nor2_1, or2_1, mux2_2, a221oi_1, a21oi_1, nand2_1, o21ai_0, fa_1, a21o_1, a21oi_1, o21bai_1, a2111o_1, a41oi_1, xor2_1, a21oi_1, a31o_2",
  "worstPathArrival_ns": 5.70,
  "ff2ff_setup_slack_ns": 1.31,
  "drt_wl_total_mm": 38.35,
  "gp_congestion": 0.8785,
  "fp.dieW_um": 208.6,
  "avgViaCountPerCell": 5.435,
  "cts-buffers-inserted": 34,
  "worstMarginPinSlew_ns": 0.8650,
  "io_pins": 71,
  "drv_slew": 0,
  "largest_reg_flops": 32,
  "clk_pin_slew_ns": 0.06,
  "edf_count": 69,
  "setup_slack_ns": 1.314,
  "clockBufferDepth": 3,
  "port_buffers": 70,
  "synth_top_area_share": 0.2345,
  "setup_tns_ns": 0,
  "synth.avg_cell_area_um2": 9.663,
  "period_minus_slack_ns": 5.286,
  "timing.rr.end": "u2.prod_reg[17]",
  "ys_types": 79,
  "rows": 75,
  "crit_buf_inv": 1,
  "top_register": "product",
  "postCtsSetupRepairBufs": 0,
  "vias": 12810,
  "drtIter0Drc": 844,
  "rr_worst_depth": 17,
  "syn_area_um2": 17080,
  "first_pass_iters": 5,
  "h-tree-depth": 2,
  "track_usage": 0.1862,
  "n_antenna_cell": 0,
  "wl_met1_mm": 19.08,
  "hold_viol": 0,
  "area_leaders": "dfrtp_1 (23%), edfxtp_1 (12%), ha_1 (7.5%)",
  "worstSetupPathType": "reg -> reg",
  "drcViolationCount": 0,
  "synthCells": 1767,
  "die_h_um": 208.6,
  "crit_slowest_cell": "edfxtp_1",
  "yosys-stat-area_um2": 17080,
  "post_cts.resized_instances": 0,
  "fin_skew_ns": 0.01849,
  "rsz0062_at_grt": "false",
  "synth-seq-cells": 283,
  "crit_family": "AND-OR/OR-AND gates",
  "cp_num_cells": 17,
  "yosys.area.top_type": "dfrtp_1",
  "async_flop_share": 0.5654,
  "ys_cells": 1767,
  "cts_tree": "built",
  "grt_antenna_before_repair": 1,
  "ys_seq_share": 0.4191,
  "reg_top3": "product x32, pipe_base x24",
  "warnings": 27,
  "cp-endpoint": "u2.prod_reg[17]",
  "required_ns": 7.01,
  "grt_pass1_wl_mm": 63.83
}
worst min path at each step:
stage                 cells after the start            end             from  slack (ns)
after CTS                                 2  pipe_base[21]  u3.prod_reg[14]        0.46
after global routing                      2  pipe_base[21]  u3.prod_reg[14]        0.47
final                                     2  pipe_base[21]  u3.prod_reg[14]        0.46
metrics by stage:
stage	hold WS, ns	area, um^2	utilization	instances
after CTS	0.4629	19280	0.4587	2357
after global placement	0.4504	18210	0.4331	2296
after floorplan	0.3905	17080	-	1767
after detailed placement	0.4549	18210	0.4331	2296
after global routing	0.4746	19280	0.4587	2357
final	0.4617	19280	0.4587	2357
placed cells by master, fill, tap and decap left out, drive strengths merged, types with 32 or more instances in the layout:
cell type,Yosys,layout
dfrtp,160,160
o21ai,108,108
xnor2,65,65
edfxtp,69,69
a22o,58,58
a21oi,92,92
clkdlybuf4s50,0,69
mux2i,50,50
nand2,230,230
clkbuf,72,51
ha,102,102
mux2,97,97
inv,56,56
nand3,32,32
dfxtp,54,54
nor2,123,123
final cells by class:
class                           count  area [um^2]  area share
Tap cell                          539        674.4     0.03497
Inverter                           58        219.0     0.01135
Clock buffer                       51        997.2     0.05171
Timing Repair Buffer               84        819.5     0.04250
Sequential cell                   283         7157      0.3711
Clock inverter                     10        80.08    0.004153
Multi-Input combinational cell   1332         9336      0.4842
kinds of logic (layout without fill, tap and decap cells):
family / after synthesis / in the layout / synth area share
fa+ha+maj: 110 / 110 / 0.08412
flops: 283 / 283 / 0.4191
xor+xnor: 93 / 93 / 0.04770
simple gates: 539 / 539 / 0.1458
buf+inv: 152 / 203 / 0.03422
mux: 147 / 147 / 0.09328
compound gates: 443 / 443 / 0.1757
worst register-to-register path, cell delays in order, from the launching register on:
cell	delay, ns
edfxtp_1	0.66
clkinv_1	0.40
nor2_1	0.42
or2_1	0.42
mux2_2	0.41
a221oi_1	0.33
a21oi_1	0.07
nand2_1	0.09
o21ai_0	0.17
fa_1	0.47
a21o_1	0.17
a21oi_1	0.22
o21bai_1	0.12
a2111o_1	0.45
a41oi_1	0.24
xor2_1	0.22
a21oi_1	0.09
a31o_2	0.23
metal layers:
metal  track usage  up-vias
li1              -     6460
met1        0.3074     5980
met2        0.2623      325
met3       0.04130       46
met4       0.03271        0
met5             0        -
