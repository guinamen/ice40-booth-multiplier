<file path="flow/run.sh">
#!/bin/bash
# OpenROAD 26Q1-2900-gdf79404cd8, Yosys 0.63+post, stock flow scripts
make -C /OpenROAD-flow-scripts/flow DESIGN_CONFIG=/design/flow/config.mk WORK_HOME=/design/flow/orfs finish
</file>
<file path="flow/config.mk">
export PLATFORM = sky130hd
export DESIGN_NAME = booth_16x16_fast_simple
export DESIGN_NICKNAME = booth_16x16_fast_simple
export VERILOG_FILES = /design/flow/design.v
export SDC_FILE = /design/flow/constraint.sdc
export NUM_CORES = 4
export LEC_CHECK = 1
export CORE_UTILIZATION = 50
</file>
<file path="flow/constraint.sdc">
current_design booth_16x16_fast_simple

set clk_period 5.0
set clk_io_pct 0.2

create_clock -name clk0 -period $clk_period [get_ports {clk}]

set non_clock_inputs [all_inputs -no_clocks]
set_input_delay [expr $clk_period * $clk_io_pct] -clock clk0 $non_clock_inputs
set_output_delay [expr $clk_period * $clk_io_pct] -clock clk0 [all_outputs]
</file>
<file path="flow/design.v">
`timescale 1ns / 1ps
`default_nettype none
module booth_16x16_fast_simple (
    input  wire        clk,
    input  wire        v_in,
    input  wire [15:0] a,
    input  wire [15:0] b,
    input  wire [1:0]  sm,    
    output reg  [31:0] p,
    output reg         v_out
);
    reg [15:0] r0_a, r0_b; reg [1:0] r0_sm; reg r0_v;
    always @(posedge clk) begin r0_a <= a; r0_b <= b; r0_sm <= sm; r0_v <= v_in; end
    wire [15:0] p_ll, p_lh, p_hl, p_hh;
    wire v_cores;
    booth_core_250mhz core_ll (.clk(clk), .v_in(r0_v), .a(r0_a[7:0]), .b(r0_b[7:0]), .sm(2'b00), .p(p_ll), .v_out(v_cores));
    booth_core_250mhz core_lh (.clk(clk), .v_in(r0_v), .a(r0_a[7:0]), .b(r0_b[15:8]), .sm({1'b0, r0_sm[0]}), .p(p_lh), .v_out());
    booth_core_250mhz core_hl (.clk(clk), .v_in(r0_v), .a(r0_a[15:8]), .b(r0_b[7:0]), .sm({r0_sm[1], 1'b0}), .p(p_hl), .v_out());
    booth_core_250mhz core_hh (.clk(clk), .v_in(r0_v), .a(r0_a[15:8]), .b(r0_b[15:8]), .sm(r0_sm), .p(p_hh), .v_out());
    reg [15:0] r7_ll, r7_lh, r7_hl, r7_hh; reg r7_v;
    always @(posedge clk) begin
        r7_v <= v_cores;
        r7_ll <= p_ll; r7_lh <= p_lh; r7_hl <= p_hl; r7_hh <= p_hh;
    end
    reg [16:0] r8_mid;      
    reg [15:0] r8_ll, r8_hh; reg r8_v;
    reg [7:0]  r9_p0, r9_p1; reg [8:0] r9_c1; reg [15:0] r9_mid, r9_hh; reg r9_v;
    reg [7:0]  r10_p0, r10_p1, r10_p2; reg [8:0] r10_c2; reg [7:0] r10_hh8; reg r10_v;
    always @(posedge clk) begin
        r8_v   <= r7_v;
        r8_mid <= r7_lh + r7_hl;
        r8_ll  <= r7_ll; r8_hh  <= r7_hh;
        r9_v   <= r8_v;
        r9_p0  <= r8_ll[7:0];
        {r9_c1, r9_p1} <= r8_ll[15:8] + r8_mid[7:0];
        r9_mid <= r8_mid[15:8]; r9_hh <= r8_hh;
        r10_v   <= r9_v;
        r10_p0  <= r9_p0; r10_p1 <= r9_p1;
        {r10_c2, r10_p2} <= r9_mid[7:0] + r9_hh[7:0] + r9_c1[8];
        r10_hh8 <= r9_hh[15:8] + r9_mid[8];
        v_out <= r10_v;
        p[7:0]   <= r10_p0;
        p[15:8]  <= r10_p1;
        p[23:16] <= r10_p2;
        p[31:24] <= r10_hh8 + r10_c2[8];
    end
endmodule
`timescale 1ns / 1ps
`default_nettype none
module booth_core_250mhz (
    input  wire        clk,
    input  wire        v_in,
    input  wire [7:0]  a,
    input  wire [7:0]  b,
    input  wire [1:0]  sm,
    output reg  [15:0] p,
    output reg         v_out
);
    reg signed [9:0]  s1_a;
    reg        [10:0] s1_b;
    reg               s1_v;
    always @(posedge clk) begin
        s1_a <= sm[1] ? $signed({{2{a[7]}}, a}) : $signed({2'b00, a});
        s1_b <= {(sm[0] ? {2{b[7]}} : 2'b00), b, 1'b0};
        s1_v <= v_in;
    end
    reg signed [9:0]  s2_p1, s2_p2;
    reg [4:0]         s2_sel1x, s2_sel2x, s2_neg;
    reg               s2_v;
    always @(posedge clk) begin
        s2_v  <= s1_v;
        s2_p1 <= s1_a;
        s2_p2 <= s1_a << 1;
        s2_sel1x[0] <= s1_b[0] ^ s1_b[1];
        s2_sel2x[0] <= (s1_b[2] ^ s1_b[1]) & ~(s1_b[1] ^ s1_b[0]);
        s2_neg[0]   <= s1_b[2];
        s2_sel1x[1] <= s1_b[2] ^ s1_b[3];
        s2_sel2x[1] <= (s1_b[4] ^ s1_b[3]) & ~(s1_b[3] ^ s1_b[2]);
        s2_neg[1]   <= s1_b[4];
        s2_sel1x[2] <= s1_b[4] ^ s1_b[5];
        s2_sel2x[2] <= (s1_b[6] ^ s1_b[5]) & ~(s1_b[5] ^ s1_b[4]);
        s2_neg[2]   <= s1_b[6];
        s2_sel1x[3] <= s1_b[6] ^ s1_b[7];
        s2_sel2x[3] <= (s1_b[8] ^ s1_b[7]) & ~(s1_b[7] ^ s1_b[6]);
        s2_neg[3]   <= s1_b[8];
        s2_sel1x[4] <= s1_b[8] ^ s1_b[9];
        s2_sel2x[4] <= (s1_b[10] ^ s1_b[9]) & ~(s1_b[9] ^ s1_b[8]);
        s2_neg[4]   <= s1_b[10];
    end
    reg [9:0] s3_pp0, s3_pp1, s3_pp2, s3_pp3;
    reg [7:0] s3_pp4;  
    reg [4:0] s3_neg;
    reg       s3_v;
    always @(posedge clk) begin
        s3_v   <= s2_v;
        s3_neg <= s2_neg;
        s3_pp0 <= (({10{s2_sel1x[0]}} & s2_p1) | ({10{s2_sel2x[0]}} & s2_p2)) ^ {10{s2_neg[0]}};
        s3_pp1 <= (({10{s2_sel1x[1]}} & s2_p1) | ({10{s2_sel2x[1]}} & s2_p2)) ^ {10{s2_neg[1]}};
        s3_pp2 <= (({10{s2_sel1x[2]}} & s2_p1) | ({10{s2_sel2x[2]}} & s2_p2)) ^ {10{s2_neg[2]}};
        s3_pp3 <= (({10{s2_sel1x[3]}} & s2_p1) | ({10{s2_sel2x[3]}} & s2_p2)) ^ {10{s2_neg[3]}};
        s3_pp4 <= (({8{s2_sel1x[4]}} & s2_p1[7:0]) | ({8{s2_sel2x[4]}} & s2_p2[7:0])) ^ {8{s2_neg[4]}};
    end
    reg signed [15:0] s4_sum01;
    reg signed [15:0] s4_sum23;
    reg signed [15:0] s4_pp4_corr;
    reg               s4_v;
    wire signed [15:0] pp4_shifted = $signed({s3_pp4, 8'b0});
    wire [15:0] pp4_correction = {7'b0000000, s3_neg[4], 1'b0, s3_neg[3], 1'b0,
                                  s3_neg[2], 1'b0, s3_neg[1], 1'b0, s3_neg[0]};
    always @(posedge clk) begin
        s4_v <= s3_v;
        s4_sum01 <= $signed({{6{s3_pp0[9]}}, s3_pp0}) +
                    $signed({{4{s3_pp1[9]}}, s3_pp1, 2'b00});
        s4_sum23 <= $signed({{2{s3_pp2[9]}}, s3_pp2, 4'b0000}) +
                    $signed({s3_pp3, 6'b000000});
        s4_pp4_corr <= pp4_shifted + $signed({1'b0, pp4_correction[14:0]});
        if (pp4_correction[15]) s4_pp4_corr <= 16'h0;  
        s4_pp4_corr <= pp4_shifted + $signed(pp4_correction);
    end
    reg signed [15:0] s5_sumA, s5_sumB;
    reg               s5_v;
    always @(posedge clk) begin
        s5_v    <= s4_v;
        s5_sumA <= s4_sum01 + s4_sum23;
        s5_sumB <= s4_pp4_corr;
    end
    always @(posedge clk) begin
        v_out <= s5_v;
        p     <= s5_sumA + s5_sumB;
    end
endmodule
`default_nettype wire
</file>
==> Slide: Implementation Results <==
Run Summary

Outcome
  • Status: completed

Pwr
  • Total power divided by cell area: 686 nW/um^2
  • Internal: 15.9 mW
  • Net switching power: 6.44 mW
  • Share of power burned in registers: 0.430
  • Sw frac: 0.288
  • Worst IR drop on VDD: 320 uV
  • Leak pwr: 13.7 nW
  • Power after layout: 22.3 mW
  • Clock power frac: 0.294
  • Combinational group share of total power: 0.276

Detailed routing
  • Post-DR vias/cell: 4.81
  • Final WL: 47,500 um
  • DRC violations left: 0
  • Vias post-DR: 15,700
  • Average wire per standard cell: 14.5 um
  • Detailed Route Iter0 Violations: 729
  • First-pass DRT Iterations: 5
  • Post-detailed-route count of antenna-violating nets: 0
  • Number of inserted diodes: 0

Global route
  • Global-route layer with the greatest usage: met1
  • GR Layer Usage met3: 0.0370
  • Met1 global-route usage: 0.310
  • GRT Total Usage: 0.181
  • GR Layer Usage met2: 0.243
  • Vias in the first global route: 15,100
  • Maximum number of pins on one net before global-route repair: 37
  • Wire length of the first global-routing pass: 78,100 um
  • Antenna violations before repair: 1
  • Remaining Overflow, GRT: 0

Final layout
  • Area growth from synthesis to final layout: 15.8%
  • Share of final-layout standard cells stronger than drive strength 1: 0.0684
  • Filler cells: 4,357
  • Top reg by flops: p
  • Commonest Layout Cell: dfxtp_1
  • Fraction of the core area covered by cells at the end of the flow: 0.589
  • Top library cells by usage in the layout, fill and taps aside: dfxtp_1, xnor2_1, ha_1, a22oi_1, a21oi_1
  • Number of flip-flops under the largest register name: 32

Final timing
  • Cycle use final: 0.487
  • Max-slew violations: 0
  • Worst-margin pin slew: 955 ps
  • TNS Setup: 0 ps
  • Clock Skew: 16.7 ps
  • Headroom to the max-slew limit: 0.362
  • Highest clock rate: 411 MHz
  • RSZ-0062 raised after global routing: false
  • Number of endpoints with negative hold slack in the final report: 0
  • Min Tclk post-route: 2430 ps
  • Total setup violations reported at the end of the flow: 0
  • Hold slack final: 315 ps
  • Setup slack after layout: 2570 ps

Floorplan
  • Total core area: 55,300 um^2
  • Starting Density: 0.508
  • Area enclosed by the die boundary: 57,200 um^2
  • Number of top-level design ports: 69
  • Count of standard-cell rows: 86
  • Horiz. Die Dim: 239 um
  • Vertical extent of the die: 239 um

Clock network
  • Depth of the CTS H-tree: 3
  • Number of buffers inserted for hold repair after clock tree synthesis: 0
  • TritonCTS clock tree: built
  • Number of clock sinks seen by CTS: 840
  • PostCTS Resize Cnt: 0
  • Worst skew pair latency: 620 ps
  • Post-CTS repair timing setup buffer count: 0
  • Clock Path Buffers: 3
  • Root buffer selected by CTS: clkbuf_16
  • CTS Buf Count: 82
  • Clock input transition at the sequential cells of the worst setup and hold paths: 60 ps

Synth
  • Proportion of register bits with asynchronous set or reset after synthesis: 0
  • Post-synth top flop: dfxtp_1
  • Netlist area before placement: 28,100 um^2
  • Post-synthesis cell count from yosys: 2,370
  • Yosys warning total: 2
  • Flops after synth: 840
  • Sequential share of the synthesized area: 0.598
  • Area figure in the yosys stat output: 28,100 um^2
  • Instance tally after logic synthesis: 2,370
  • Count of unique library cells instantiated by Yosys: 53
  • Average size of a mapped cell: 11.9 um^2
  • Number of enable-type register cells in the synthesized netlist: 0

Worst setup path
  • Highest-delay cell along the critical path: fa_1
  • Endpoint arrival time on the critical path: 2940 ps
  • Kind of start point of the critical path: flip-flop
  • CP Data Required Time: 5500 ps
  • CP max stage delay: 430 ps
  • Crit path buf inv count: 0
  • Highest fanout seen on the critical path: 3
  • Worst path top cell family by delay: AND-OR/OR-AND gates
  • Critical-path cell list: ha_1 > fa_1 > a211oi_1 > nor2_1 > o31a_1 > a21o_1 > a221o_1 > xor2_1
  • Kind of end point of the critical path: flip-flop
  • Worst setup path category: reg -> reg

Run
  • Count of max-cap constraint violations: 0
  • Total number of warnings across the stage logs: 25

Worst hold path
  • Type of the worst min-delay path: reg -> reg

Placed design
  • RePlAce Congestion: 0.829
  • Pre-CTS setup slack: 2570 ps
  • HPWL Detailed: 31,000 um
  • # port buffers: 68
## worst paths after layout
path                      from                 end  slack (ps)  depth (start not counted)
min          r10_p2[7]$_DFF_P_       p[23]$_DFF_P_         310                          0
max           r7_lh[0]$_DFF_P_  r8_mid[14]$_DFF_P_        2570                          8
max reg2reg   r7_lh[0]$_DFF_P_  r8_mid[14]$_DFF_P_        2570                          8
min reg2reg  r10_p2[7]$_DFF_P_       p[23]$_DFF_P_         310                          0
## through the flow
step | cells | area (um^2)
after detailed placement | 3122 | 29600
after floorplan | 2370 | 28100
after global routing | 3276 | 32600
after global placement | 3122 | 29600
after CTS | 3276 | 32600
final | 3276 | 32600
## synth_stat cells, drive strengths merged (3+ instances only)
library cell | count | share of area
a21o | 31 | 0.0083
a211oi | 13 | 0.0038
o31a | 3 | 0.00093
a221o | 3 | 0.0011
xnor2 | 309 | 0.096
inv | 79 | 0.011
nor3 | 10 | 0.0018
or3 | 13 | 0.0029
nor2 | 75 | 0.010
dfxtp | 840 | 0.60
nand2b | 20 | 0.0044
a21oi | 98 | 0.017
o41ai | 3 | 0.00093
nand4 | 8 | 0.0018
a31oi | 16 | 0.0036
clkbuf | 56 | 0.0075
and3 | 10 | 0.0022
xor2 | 67 | 0.021
nand3 | 13 | 0.0023
nor2b | 23 | 0.0051
a21boi | 10 | 0.0027
fa | 15 | 0.011
nand3b | 7 | 0.0019
o21a | 25 | 0.0067
o21bai | 27 | 0.0072
nand2 | 97 | 0.013
o211ai | 5 | 0.0013
o31ai | 12 | 0.0034
o21ai | 83 | 0.015
a22oi | 124 | 0.033
and2 | 24 | 0.0053
ha | 201 | 0.089
buf | 31 | 0.0044
## power groups by stage
| stage | clock network, mW | logic, mW | registers (mW) |
|---|---|---|---|
| CTS | 6.75 | 6.21 | 9.64 |
| global route | 7.05 | 7.01 | 9.81 |
| finish | 6.56 | 6.17 | 9.60 |
## worst reg2reg max path, stage by stage, from the launching register on
cell	delay, ps
dfxtp_1	300
ha_1	230
fa_1	430
a211oi_1	260
nor2_1	110
o31a_1	330
a21o_1	210
a221o_1	330
xor2_1	140
## per-layer routing
metal / up-vias / share of wire
met5: - / 0
met4: 0 / 0.024
met3: 85 / 0.056
met2: 313 / 0.40
met1: 7112 / 0.51
li1: 8232 / -
## cell families (layout without fill, tap and decap cells)
kind of cell,Yosys count,in the layout,synth area share
xor+xnor,376,376,0.117
simple gates,305,305,0.0524
fa+ha+maj,216,216,0.100
buf+inv,166,324,0.0225
flops,840,840,0.598
compound gates,467,467,0.110
## final cells by class
cell class	instances	area, um^2	share of cell area
multi-input combinational	1364	10700	0.328
clock inverter	42	646	0.0198
sequential	840	16800	0.516
tap	748	936	0.0287
timing repair buffer	91	853	0.0262
inverter	79	297	0.00910
clock buffer	112	2350	0.0723
Power and IR drop assume default switching activity.
